File: flow/design.v
module Bit_Stream(
    input wire clk,
    input wire rst_n,
    input wire din,
    output reg lock,
    output reg [2:0] state
);
    parameter pSTS_IDLE  = 3'd0,
              pSTS_S1_1  = 3'd1,
              pSTS_S2_0  = 3'd2,
              pSTS_S3_0  = 3'd3,
              pSTS_S4_1  = 3'd4;
    reg [2:0] current_state, next_state;
    reg current_lock, next_lock;
    always @(posedge clk or negedge rst_n) begin
        if (!rst_n) begin
            current_state <= pSTS_IDLE;
            current_lock <= 1'b0;
        end else begin
            current_state <= next_state;
            current_lock <= next_lock;
        end
    end
    always @(*) begin
        next_state = pSTS_IDLE;
        next_lock  = 1'b0;
        case (current_state)
            pSTS_IDLE: begin
                if (din) begin
                    next_state = pSTS_S1_1;
                    next_lock  = 1'b0;
                end else begin
                    next_state = current_state;
                    next_lock  = 1'b0;
                end
            end
            pSTS_S1_1: begin
                if (!din) begin
                    next_state = pSTS_S2_0;
                    next_lock  = 1'b0;
                end else begin
                    next_state = pSTS_S1_1;
                    next_lock  = 1'b0;
                end
            end
            pSTS_S2_0: begin
                if (!din) begin
                    next_state = pSTS_S3_0;
                    next_lock  = 1'b0;
                end else begin
                    next_state = pSTS_S1_1;
                    next_lock  = 1'b0;
                end
            end
            pSTS_S3_0: begin
                if (din) begin
                    next_state = pSTS_S4_1;
                    next_lock  = 1'b1;
                end else begin
                    next_state = pSTS_IDLE;
                    next_lock  = 1'b0;
                end
            end
            pSTS_S4_1: begin
                if (din) begin
                    next_state = pSTS_S1_1;
                    next_lock  = 1'b0;
                end else begin
                    next_state = pSTS_S2_0;
                    next_lock  = 1'b0;
                end
            end
            default: begin
                next_state = pSTS_IDLE;
                next_lock  = 1'b0;
            end
        endcase
    end
    always @(posedge clk or negedge rst_n) begin
        if (!rst_n)
            state <= pSTS_IDLE;
        else
            state <= next_state;
    end
    always @(posedge clk or negedge rst_n) begin
        if (!rst_n)
            lock <= 1'b0;
        else
            lock <= current_lock;
    end
endmodule
File: flow/run.sh
#!/bin/bash
# OpenROAD 26Q1-2900-gdf79404cd8, Yosys 0.63+post, stock flow scripts
make -C /OpenROAD-flow-scripts/flow DESIGN_CONFIG=/design/flow/config.mk WORK_HOME=/design/flow/orfs finish
File: flow/config.mk
export PLATFORM = sky130hd
export DESIGN_NAME = Bit_Stream
export DESIGN_NICKNAME = Bit_Stream
export VERILOG_FILES = /design/flow/design.v
export SDC_FILE = /design/flow/constraint.sdc
export NUM_CORES = 4
export LEC_CHECK = 1
export CORE_AREA = 10 10 70 70
export DIE_AREA = 0 0 80 80
File: flow/constraint.sdc
current_design Bit_Stream

set clk_period 1.3
set clk_io_pct 0.2

create_clock -name clk0 -period $clk_period [get_ports {clk}]

set non_clock_inputs [all_inputs -no_clocks]
set_input_delay [expr $clk_period * $clk_io_pct] -clock clk0 $non_clock_inputs
set_output_delay [expr $clk_period * $clk_io_pct] -clock clk0 [all_outputs]
==> reports/README.md <==
| Group | Item | Value |
|:---|:---|:---|
| setup path | Largest fanout on the critical path | 2 |
| route | Iteration tally of the first detailed-router pass | 4 |
| yosys | Fraction of synthesized cell area taken by the top area cell type | 64.94% |
| pwr | Leakage power total | 0.1877 nW |
| final timing | Tcrit/Tclk final | 85.87% |
| route | Post-DR wirelength/cell | 6.597 um |
| final timing | Number of pins exceeding their max-slew limit in the final report | 0 |
| cells and area | Most instantiated logic cells after routing | 5 x sky130_fd_sc_hd__dfrtp_1, 5 x sky130_fd_sc_hd__buf_4, 3 x sky130_fd_sc_hd__clkbuf_4, 3 x sky130_fd_sc_hd__dlygate4sd2_1 |
| status | Outcome | finished clean |
| setup path | Cell class contributing the biggest share of worst-path delay | flip-flops |
| cts | Clock sink total | 5 |
| setup path | Critical path, cell by cell | dlygate4sd2_1 |
| cts | TritonCTS clock tree | built |
| place | Post-place setup slack | 129.2 ps |
| global route | Tot GR Track Use | 1.625% |
| place | Gp weighted congestion | 0.7521 |
| floorplanning | Die area | 6400 um2 |
| setup path | Crit path launch | current_state[2] |
| final timing | Setup repair after global routing missed its margin | no |
| final timing | Total negative setup slack | 0 ps |
| final timing | Final setup skew | 2.624 ps |
| pwr | Power density over cell area | 1741 nW/um2 |
| setup path | Type of element launching the critical path | register |
| global route | Maximum number of pins on one net before global-route repair | 6 |
| route | Remaining design rule violation count | 0 |
| final timing | Fmax | 895.8 MHz |
| final timing | Max_slew headroom | 85.33% |
| route | Antenna diode count | 0 |
| cells and area | Share of layout cells above drive strength 1 | 32.26% |
| global route | Number of antenna violations at the first check in global routing | 0 |
| cells and area | Layout overhead on the synthesized area | 93.51% |
| setup path | Classification of the worst setup path | reg -> out |
| final timing | Final setup slack of the worst path | 183.6 ps |
| floorplanning | Number of rows created at floorplan | 21 |
| final timing | Tmin final | 1116 ps |
| pwr | VDD IR-drop max | 0.3841 mV |
| place | Quantity of I/O buffers inserted on ports | 6 |
| floorplanning | Overall die width | 80 um |
| yosys | Seq share, synth | 64.94% |
| setup path | Delay of the slowest critical-path stage | 370 ps |
| yosys | Number of cells in the yosys synthesis report | 16 |
| cts | Insertion delay to the later sink of the worst-skew pair | 250 ps |
| global route | First-pass GRT wire length | 793 um |
| run | Total tool warning count | 25 |
| setup path | Worst path slowest cell | sky130_fd_sc_hd__dfrtp_1 |
| yosys | Post-Syn Area | 192.7 um2 |
| yosys | Post-synthesis cell type with the largest combined area | sky130_fd_sc_hd__dfrtp_1 |
| final timing | Number of setup violations in the final report | 0 |
| cts | H-tree Lvls | 1 |
| cts | Post-CTS clock slew at the launch and capture registers of the worst setup and hold paths | 50 ps |
| final timing | Slew of the pin with the lowest slew margin | 219.4 ps |
| setup path | WP data arrival | 860 ps |
| route | Antenna violation net count after detailed routing | 0 |
| yosys | Post-synthesis average cell area | 12.04 um2 |
| yosys | Mapped Cells | 16 |
| min path | Class of the worst hold path | in -> async |
| yosys | Yosys warning total | 1 |
| yosys | Top cells by area in the synthesized netlist | sky130_fd_sc_hd__dfrtp_1 65%, sky130_fd_sc_hd__nor3b_2 6.5%, sky130_fd_sc_hd__nor3_1 5.2%, sky130_fd_sc_hd__a22o_1 4.5%, sky130_fd_sc_hd__a31o_2 4.5% |
| run | Max-capacitance violation count | 0 |
| floorplanning | Vertical die dimension | 80 um |
| yosys | Synth unique cells | 9 |
| route | Via density per instance | 2.260 |
| cts | Cell at the root of the clock tree | sky130_fd_sc_hd__clkbuf_4 |
| cts | Number of buffers created by CTS | 3 |
| floorplanning | Number of top-level pins | 7 |
| setup path | Capturing element type of the critical path | output port |
| yosys | Yosys chip area | 192.7 um2 |
| yosys | Yosys reg bits | 5 |
| floorplanning | Floorplan core area | 3416 um2 |
| global route | Number of global-route vias before repair | 178 |
| cts | Buffer depth of the longest clock path | 2 |
| setup path | WP buf/inv | 1 |
| route | Total number of vias | 174 |
| floorplanning | Effective utilization at floorplan | 5.641% |
| route | Number of DRC markers after the initial detailed-route iteration | 14 |
| route | Sum of routed wire length over all layers | 508 um |
| setup path | Crit path DRT | 1040 ps |
| setup path | Worst R2R Start | current_state[0] |
| global route | Overall overflow remaining after global route | 0 |
| final timing | Final Hold Fails | 0 |
[report_power, final]
part / leakage [nW] / internal, W / switching [W] / total (W)
combinational: 0.106 / 0.000152 / 0.0000934 / 0.000245
clock: 0.0150 / 0.000117 / 0.0000719 / 0.000189
sequential: 0.0662 / 0.000198 / 0.0000180 / 0.000216
total: 0.188 / 0.000466 / 0.000183 / 0.000649
[flip-flops by register name, indices dropped and copies added (netlist names)]
name,cells
current_lock,1
current_state,3
lock,1
[per-stage QoR]
| step | instance area (um2) | hold slack [ps] | utilization, % | power (W) | instances |
|---|---|---|---|---|---|
| floorplan | 192.7 | -35.59 | - | 0.0003038 | 16 |
| CTS | 370.4 | 226.9 | 10.84 | 0.0006589 | 77 |
| finish | 372.9 | 229.4 | 10.92 | 0.0006493 | 77 |
| global route | 372.9 | 224.2 | 10.92 | 0.0007050 | 77 |
| detailed placement | 325.3 | 345.7 | 9.524 | 0.0004404 | 70 |
| global placement | 325.3 | 333.0 | 9.524 | 0.0004283 | 70 |
[final timing paths]
path / end / cells past startpoint / slack [ps]
setup / recovery: state[2] / 1 / 180
hold / removal: current_state[2] / 1 / 230
setup reg to reg: current_state[1] / 4 / 210
hold reg to reg: lock / 0 / 350
max in group asynchronous: current_state[0] / 1 / 880
min in group clk0: lock / 0 / 350
[per-layer routing]
metal / track usage, % / wire (um) / up-vias
met1: 1.739 / 235 / 81
met4: 0.1761 / 0 / 0
met3: 2.500 / 127 / 0
li1: - / - / 83
met5: 0 / 0 / -
met2: 1.685 / 144 / 10
[synth_stat cells]
cell	number
sky130_fd_sc_hd__nand2_1	2
sky130_fd_sc_hd__a22o_1	1
sky130_fd_sc_hd__inv_1	2
sky130_fd_sc_hd__xor2_1	1
sky130_fd_sc_hd__nor2_1	1
sky130_fd_sc_hd__nor3_1	2
sky130_fd_sc_hd__a31o_2	1
sky130_fd_sc_hd__dfrtp_1	5
sky130_fd_sc_hd__nor3b_2	1
[cell type report]
cell class	instances	area (um2)
flip-flops and latches	5	125.1
clock buffers	4	26.28
repair buffers	11	96.34
multi-input cells	9	60.06
inverters	2	7.507
fillers	399	3043
well taps	46	57.56
[cell families after synthesis]
group                     synth area share (%)
and+or+nand+nor                          17.53
DFF                                      64.94
AOI/OAI and AO/OA                        9.093
buffers and inverters                    3.898
xor gates and xnor gates                 4.546
[repair_timing]
| item | 4_1_cts | 5_1_grt |
|---|---|---|
| resized | 3 | 1 |
| hold buffers | 0 | 0 |
| buffers inserted | 3 | 0 |
| endpoints found under the setup margin | 3 | 1 |
Power figures rest on the tool's default switching activity, not on a simulated workload.
