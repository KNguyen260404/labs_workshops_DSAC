**design.v**
```verilog
module counter #(
    parameter WIDTH = 8
)(
    input  wire              clk,
    input  wire              rst_n,
    input  wire              en,
    output reg  [WIDTH-1:0]  q
);
always @(posedge clk or negedge rst_n) begin
    if (!rst_n)
        q <= 0;
    else if (en)
        q <= q + 1;
end
endmodule
```
**constraint.sdc**
```tcl
current_design counter

set clk_period 1.8
set clk_io_pct 0.2

create_clock -name clk0 -period $clk_period [get_ports {clk}]

set non_clock_inputs [all_inputs -no_clocks]
set_input_delay [expr $clk_period * $clk_io_pct] -clock clk0 $non_clock_inputs
set_output_delay [expr $clk_period * $clk_io_pct] -clock clk0 [all_outputs]
```
**config.mk**
```make
export PLATFORM = sky130hd
export DESIGN_NAME = counter
export DESIGN_NICKNAME = counter
export VERILOG_FILES = /design/flow/design.v
export SDC_FILE = /design/flow/constraint.sdc
export NUM_CORES = 4
export LEC_CHECK = 1
export CORE_AREA = 10 10 70 70
export DIE_AREA = 0 0 80 80
```
**run.sh**
```bash
#!/bin/bash
# OpenROAD 26Q1-2900-gdf79404cd8, Yosys 0.63+post, stock flow scripts
make -C /OpenROAD-flow-scripts/flow DESIGN_CONFIG=/design/flow/config.mk WORK_HOME=/design/flow/orfs finish
```
==> reports/results.txt <==
Kind of critical path: reg2out
Library cell with the highest instance count after synthesis: sky130_fd_sc_hd__dfrtp_1
Number of hold violations in the final report: 0
Residual DRC count: 0
Number of buffers and inverters on the critical path: 1
Worst reg-to-reg setup slack: 0.68 ns
Buffer count from post-CTS setup fixing: 0
Total cell area reported by yosys after synthesis: 338 um^2
Clock root buffer: sky130_fd_sc_hd__clkbuf_4
Clock sink count: 8
Max reg flops: 8
Number of vias per cell: 2.81
Average detailed-routed wire length per instance: 9.02 um
Syn. warnings: 1
Hold Buf Count CTS: 0
Half-perimeter wire length of the detailed placement result: 606 um
Run status: finished, final reports clean
Mapped Area: 338 um^2
Most used routing layer in global routing: met1
Synth async-reset ratio: 100%
Post-route clock period utilization: 87.2%
Final standard cell utilization of the core: 15.2%
Clk Latency, worst-skew pair: 0.26 ns
Horizontal extent of the die: 80 um
CTS Buf Count: 3
Overall via count from detail_route: 239
Most instantiated cells after synthesis: sky130_fd_sc_hd__dfrtp_1, sky130_fd_sc_hd__xor2_1, sky130_fd_sc_hd__nand4_1, sky130_fd_sc_hd__xnor2_1
Most frequently used flop master after synthesis: sky130_fd_sc_hd__dfrtp_1
Antenna violation net count after detailed routing: 0
Maximum ir drop on the vdd rail: 446 uV
Register bit total from synthesis: 8
Post-layout min period: 1.57 ns
Kind of path behind the tightest hold check: in2async
Top Family by Delay on Critical Path: buffers and inverters
Critical path launch point type: register
Initial cell density of the core: 9.89%
Antenna cell count: 0
Growth of design area from synthesis to finish: 53.3%
Largest net degree at the start of global routing: 9
Wire length of the first global-routing pass: 1210 um
Top Registers: q x8
Max Root-Sink Buffers: 2
Count of distinct cell types in the synthesized netlist: 10
TritonCTS clock tree: yes
Crit end category: output port
Post-synth tally of flip-flops with integrated enable: 0
First-pass iteration count of the detailed router: 2
Slew Viols, Final: 0
Largest fanout on the critical path: 5
Chip area: 6400 um^2
Count of endpoints failing setup in the final report: 0
CP cell instances: clkdlybuf4s50_1
Final WS setup: 0.231 ns
Clock transition at the registers of the reported paths: 0.05 ns
Met2 layer usage reported by global route: 2.73%
Largest Register: q
Post-detailed-routing wire length: 767 um
Fin Clk Skew: 0.00196 ns
Max-capacitance violation count: 0
Pre-CTS worst setup slack: 0.310 ns
Standard-cell rows: 21
Vias in the first global route: 264
Core Footprint: 3420 um^2
# port buffers: 10
Total cells reported by yosys after synthesis: 26
Count of tool warnings: 25
Number of instances resized during post-cts repair: 0
Fraction of final layout cells with drive strength greater than 1: 15.4%
Crit-path max cell delay: 0.51 ns
Sum of overflow across all layers after global routing: 0
Critical Path AT: 1.21 ns
Relative slew slack: 76.2%
Instance tally after logic synthesis: 26
Synth area leader: sky130_fd_sc_hd__dfrtp_1
H-tree depth: 1
Highest clock frequency the design can meet: 637 MHz
Pwr Density: 1450 nW/um^2
Leakage Power: 0.213 nW
Number of antenna violations at the first check in global routing: 0
Placer congestion estimate: 0.723
Mean post-synth cell area: 13.0 um^2
Worst Max-Slew Pin Slew: 0.356 ns
Global-route met1 utilization: 3.18%
Die y size: 80 um
Fraction of post-synthesis cell area in the top cell type by area: 59.3%
Library cell contributing the largest single delay on the critical path: sky130_fd_sc_hd__clkdlybuf4s50_1
Summed negative setup slack over all endpoints: 0 ns
All-Layer GR Usage: 2.49%
Met3 track demand over resource in global routing: 2.73%
Largest cells by area: sky130_fd_sc_hd__dfrtp_1, sky130_fd_sc_hd__xor2_1, sky130_fd_sc_hd__xnor2_1
Iteration-0 DRC count of the detailed router: 36
I/O pin count: 11
Register share after synthesis: 59.3%
Setup repair after global routing missed its margin: false
Critical path required time: 1.44 ns
-- power by group --
group	internal, mW	switching (mW)
Clock	0.0763	0.0618
Sequential	0.256	0.106
Combinational	0.190	0.0606
-- final timing paths --
| check | to | start | depth (start not counted) |
|---|---|---|---|
| setup / recovery | q[0] | q[0] | 1 |
| hold / removal | q[2] | rst_n | 1 |
| setup reg to reg | q[6] | q[0] | 4 |
| hold reg to reg | q[7] | q[7] | 1 |
| max in group asynchronous | q[7] | rst_n | 1 |
| min in group clk0 | q[7] | q[7] | 1 |
-- layer usage --
layer	up-vias	share of wire, %
li1	115	-
met1	111	48
met2	11	35
met3	2	16
met4	0	0.78
met5	-	0
-- cells by family (layout without fill, tap and decap cells) --
family | after synthesis | in the layout | synth area share [%]
buf+inv | 0 | 13 | 0
flops | 8 | 8 | 59.3
simple gates | 9 | 9 | 15.6
xor+xnor | 7 | 7 | 18.1
fa+ha+maj | 1 | 1 | 3.70
mux | 1 | 1 | 3.33
-- layout by cell type, fill, tap and decap left out --
master	synthesis	routed
sky130_fd_sc_hd__nand4_2	1	1
sky130_fd_sc_hd__dfrtp_1	8	8
sky130_fd_sc_hd__nor2_1	2	2
sky130_fd_sc_hd__nand4_1	3	3
sky130_fd_sc_hd__xnor2_1	3	3
sky130_fd_sc_hd__nor2_2	1	1
sky130_fd_sc_hd__xor2_1	4	4
sky130_fd_sc_hd__clkdlybuf4s50_1	0	10
sky130_fd_sc_hd__mux2_2	1	1
sky130_fd_sc_hd__nand2_1	2	2
sky130_fd_sc_hd__clkbuf_4	0	3
sky130_fd_sc_hd__ha_1	1	1
-- area by class of cell --
cell class / count / area, um^2
Timing Repair Buffer: 10 / 100
Multi-Input combinational cell: 18 / 138
Fill cell: 390 / 2900
Tap cell: 46 / 57.6
Clock buffer: 3 / 22.5
Sequential cell: 8 / 200
-- stage by stage --
step	area, um^2	cells	hold slack [ns]	power [mW]
finish	518	85	0.378	0.751
global route	518	85	0.400	0.824
CTS	518	85	0.391	0.766
detailed placement	495	82	0.472	0.626
global placement	495	82	0.461	0.619
floorplan	338	26	0.0644	0.430
Power figures rest on the tool's default switching activity, not on a simulated workload.
