`run.sh`:
```
#!/bin/bash
# OpenROAD 26Q1-2900-gdf79404cd8, Yosys 0.63+post, stock flow scripts
make -C /OpenROAD-flow-scripts/flow DESIGN_CONFIG=/design/flow/config.mk WORK_HOME=/design/flow/orfs finish
```
`config.mk`:
```
export PLATFORM = sky130hd
export DESIGN_NAME = fifo
export DESIGN_NICKNAME = fifo
export VERILOG_FILES = /design/flow/design.v
export SDC_FILE = /design/flow/constraint.sdc
export NUM_CORES = 4
export LEC_CHECK = 1
export CORE_UTILIZATION = 40
```
`design.v`:
```
module fifo #(
    parameter DATASIZE = 8, 
    parameter DEPTH = 16,
    parameter PTR_WIDTH = 4
)
(
    output [DATASIZE-1:0] data_out,
    output fifo_full,
    output fifo_empty,
    output fifo_overflow_flag,
    output fifo_underflow_flag,
    input clk,
    input rst_n,
    input w_en,
    input r_en,
    input [DATASIZE-1:0] data_in
);
    wire [PTR_WIDTH:0] w_ptr, r_ptr;
    wire fifo_w_en, fifo_r_en;
    Write_pointer #(
        .DATASIZE(DATASIZE),
        .DEPTH(DEPTH),
        .PTR_WIDTH(PTR_WIDTH)
    ) write_pointer (
        .w_en(w_en),
        .rst_n(rst_n),
        .clk(clk),
        .fifo_full(fifo_full),
        .fifo_w_en(fifo_w_en),
        .w_ptr(w_ptr)
    );
    Read_pointer #(
        .DATASIZE(DATASIZE),
        .DEPTH(DEPTH),
        .PTR_WIDTH(PTR_WIDTH)
    ) read_pointer (
        .r_en(r_en),
        .rst_n(rst_n),
        .clk(clk),
        .fifo_empty(fifo_empty),
        .fifo_r_en(fifo_r_en),
        .r_ptr(r_ptr)
    );
    Memory_Array #(
        .DATASIZE(DATASIZE),
        .DEPTH(DEPTH),
        .PTR_WIDTH(PTR_WIDTH)
    ) memory_array (
        .clk(clk),
        .rst_n(rst_n),
        .fifo_w_en(fifo_w_en),
        .w_ptr(w_ptr),
        .r_ptr(r_ptr),
        .data_in(data_in),
        .data_out(data_out)
    );
    Memory_State #(
        .DATASIZE(DATASIZE),
        .DEPTH(DEPTH),
        .PTR_WIDTH(PTR_WIDTH)
    ) memory_state (
        .fifo_full(fifo_full),
        .fifo_empty(fifo_empty),
        .fifo_overflow_flag(fifo_overflow_flag),
        .fifo_underflow_flag(fifo_underflow_flag),
        .w_en(w_en),
        .r_en(r_en),
        .fifo_w_en(fifo_w_en),
        .fifo_r_en(fifo_r_en),
        .w_ptr(w_ptr),
        .r_ptr(r_ptr),
        .clk(clk),
        .rst_n(rst_n)
    );
endmodule
module Write_pointer #(
    parameter DATASIZE = 8, 
    parameter DEPTH = 16,
    parameter PTR_WIDTH = 4
)
(
    input w_en,
    input fifo_full,
    input clk,
    input rst_n,
    output reg [PTR_WIDTH:0] w_ptr,
    output wire fifo_w_en
);
    assign fifo_w_en = (~fifo_full) & w_en;
    always @(posedge clk or negedge rst_n) begin
        if (!rst_n)
            w_ptr <= 0;
        else if (fifo_w_en)
            w_ptr <= w_ptr + 1;
    end
endmodule
module Read_pointer #(
    parameter DATASIZE = 8, 
    parameter DEPTH = 16,
    parameter PTR_WIDTH = 4
)
(
    input r_en,
    input fifo_empty,
    input clk,
    input rst_n,
    output reg [PTR_WIDTH:0] r_ptr,
    output wire fifo_r_en
);
    assign fifo_r_en = (~fifo_empty) & r_en;
    always @(posedge clk or negedge rst_n) begin
        if (!rst_n)
            r_ptr <= 0;
        else if (fifo_r_en)
            r_ptr <= r_ptr + 1;
    end
endmodule
module Memory_Array #(
    parameter DATASIZE = 8, 
    parameter DEPTH = 16,
    parameter PTR_WIDTH = 4
)
(
    input wire clk,
    input wire rst_n,
    input wire fifo_w_en,
    input wire [PTR_WIDTH:0] w_ptr,
    input wire [PTR_WIDTH:0] r_ptr,
    input wire [DATASIZE-1:0] data_in,
    output wire [DATASIZE-1:0] data_out
);
    reg [DATASIZE*DEPTH-1:0] mem_flat;
    wire [PTR_WIDTH-1:0] w_addr = w_ptr[PTR_WIDTH-1:0];
    wire [PTR_WIDTH-1:0] r_addr = r_ptr[PTR_WIDTH-1:0];
    integer i;
    always @(posedge clk) begin
        if (fifo_w_en) begin
            for (i = 0; i < DEPTH; i = i + 1) begin
                if (i == w_addr)
                    mem_flat[i*DATASIZE +: DATASIZE] <= data_in;
            end
        end
    end
    assign data_out = mem_flat[r_addr*DATASIZE +: DATASIZE];
endmodule
module Memory_State #(
    parameter DATASIZE = 8, 
    parameter DEPTH = 16,
    parameter PTR_WIDTH = 4
)
(
    output reg fifo_full,
    output reg fifo_empty,
    output reg fifo_overflow_flag,
    output reg fifo_underflow_flag,
    input w_en,
    input r_en,
    input fifo_w_en,
    input fifo_r_en,
    input wire [PTR_WIDTH:0] w_ptr,
    input wire [PTR_WIDTH:0] r_ptr,
    input clk,
    input rst_n
);
    wire msb_diff, lsb_equal;
    wire fifo_overflow_set, fifo_underflow_set;
    assign msb_diff = w_ptr[PTR_WIDTH] ^ r_ptr[PTR_WIDTH];
    assign lsb_equal = (w_ptr[PTR_WIDTH-1:0] == r_ptr[PTR_WIDTH-1:0]);
    assign fifo_overflow_set = fifo_full & w_en;
    assign fifo_underflow_set = fifo_empty & r_en;
    always @(*) begin
        fifo_full  = msb_diff & lsb_equal;
        fifo_empty = (~msb_diff) & lsb_equal;
    end
    always @(posedge clk or negedge rst_n) begin
        if (!rst_n)
            fifo_overflow_flag <= 0;
        else if (fifo_overflow_set && !fifo_r_en)
            fifo_overflow_flag <= 1;
        else if (fifo_r_en)
            fifo_overflow_flag <= 0;
    end
    always @(posedge clk or negedge rst_n) begin
        if (!rst_n)
            fifo_underflow_flag <= 0;
        else if (fifo_underflow_set && !fifo_w_en)
            fifo_underflow_flag <= 1;
        else if (fifo_w_en)
            fifo_underflow_flag <= 0;
    end
endmodule
```
`constraint.sdc`:
```
current_design fifo

set clk_period 4.2
set clk_io_pct 0.2

create_clock -name clk0 -period $clk_period [get_ports {clk}]

set non_clock_inputs [all_inputs -no_clocks]
set_input_delay [expr $clk_period * $clk_io_pct] -clock clk0 $non_clock_inputs
set_output_delay [expr $clk_period * $clk_io_pct] -clock clk0 [all_outputs]
```
==> out/metrics.yaml <==
grt:
  grt_max_degree: 25
  gr-total-overflow: 0
  antenna_found_initial: 0
  grt_pass1_vias: 3036
  track_usage: 0.179
  grt_pass1_wl_um: 17600
finish:
  drive_gt1_frac: 0.214
  num-fill-cells: 1134
  area_growth_pct: 17.1
route:
  wirelength_um: 11200
  routed_via_density: 5.35
  via_count: 2838
  first_pass_iters: 4
  wl_per_cell_um: 21.1
  drc: 0
  ant_nets: 0
  drt_iter0_markers: 179
  diodes: 0
critical_path:
  r2r_end: "memory_array.mem_flat[126]"
  cp_cell_sequence: "buf_4 > xnor2_1 > nand4_2 > nor2_1 > clkdlybuf4s50_1"
  r2r_cells: 5
  cpPeakStageDelay_ps: 790
  cp_max_fo: 24
  r2r_start: "read_pointer.r_ptr[1]"
  r2r_slack_ps: 1180
  cp_slowest_cell: "dfrtp_2"
  critPathKind: "register to output pin"
  cp-end-kind: "output pin"
  cp_num_buf_inv: 2
  arrival_ps: 2920
  crit_required_ps: 3360
  startpoint_type: "register"
  crit_family: "buffers and inverters"
power:
  p_leak_nw: 2.23
  powerDensity_mw_per_mm2: 696
  ir_drop_mv: 0.304
final_timing:
  period_used_share: 0.896
  setup_viol: 0
  rsz0062_at_grt: "false"
  fin_setup_tns_ps: 0
  holdWs_ps: 552
  skew_ps: 6.43
  finalHoldViolCount: 0
  clock.fmax_ghz: 0.266
  relSlewSlack: 0.378
  worstMarginPinSlew_ps: 930
  finalMaxSlewViolations: 0
  period_needed_ps: 3760
worst_hold_path:
  worstHoldPathCells: 2
  hold_end: "memory_state.fifo_underflow_flag"
  min_path_type: "register to register"
  min-delay-start: "memory_state.fifo_underflow_flag"
clock_network:
  cts_buffers: 17
  cts.htree.levels: 4
  clock_path_buffers: 2
  clk_pin_slew_ps: 60
  cts_hold_buf: 0
  cts-root-buf: "clkbuf_16"
  cts_tree: "built"
  cts.sinks: 140
  clkLatencyLatePin_ps: 410
  cts_setup_buffers: 0
  cts_resized: 0
die:
  die_h_um: 122
  fp_util: 0.411
  die_x_um: 122
  io_pins: 24
  die_area_mm2: 0.0148
  core_area_mm2: 0.0139
  row_count: 43
yosys:
  top_cell: "edfxtp_1"
  syn_area_mm2: 0.00573
  synthTopCellsByArea: "edfxtp_1 (67%), mux4_2 (9.4%), dfrtp_1 (5.2%)"
  ys_cells: 303
  syn_avg_cell_area_um2: 18.9
  common_cells: "edfxtp_1 (128), mux2i_1 (25), mux4_2 (24)"
  synthArstFlopShare: 0.0857
  synth_cell_types: 36
  ff_type: "edfxtp_1"
  yosys_warnings: 4
  synthCells: 303
  ys_seq_frac: 0.723
  yosysTopAreaCellShare: 0.671
  numSynthFlops: 140
  synth.largest_area_cell: "edfxtp_1"
  synth_chip_area_mm2: 0.00573
  edf_count: 128
status:
  outcome: "completed"
flow_run:
  tool_warnings: 28
  cap_viol_max_count: 0
place:
  place_congestion: 0.827
  hpwl_um: 7030
  portBuffers: 23
[through the flow]
| stage | utilization | worst slack (ps) | area, µm² | power, mW | std cells |
|---|---|---|---|---|---|
| after global routing | 0.482 | 290 | 6710 | 4.94 | 530 |
| after global placement | 0.442 | 872 | 6150 | 3.30 | 498 |
| final | 0.482 | 436 | 6710 | 4.68 | 530 |
| after CTS | 0.482 | 383 | 6710 | 4.74 | 530 |
| after floorplan | - | 1730 | 5730 | 2.84 | 303 |
| after detailed placement | 0.442 | 853 | 6150 | 3.32 | 498 |
[state kept, by name, indices dropped and copies added (netlist names)]
signal                            cells
read_pointer.r_ptr                    5
write_pointer.w_ptr                   5
memory_array.mem_flat               128
memory_state.fifo_underflow_flag      1
memory_state.fifo_overflow_flag       1
[power by group]
group	internal, mW	total, mW	switching [mW]
logic	0.690	1.36	0.666
clock network	0.865	1.40	0.537
registers	1.71	1.92	0.212
[how the worst max path moves through the flow]
| stage | slack (ps) | cells after the start | start | to |
|---|---|---|---|---|
| after global routing | 290 | 5 | read_pointer.r_ptr[1] | fifo_empty |
| final | 440 | 5 | read_pointer.r_ptr[1] | fifo_full |
| after CTS | 380 | 5 | read_pointer.r_ptr[1] | fifo_full |
[worst register-to-register path, cell delays in order, from the launching register on]
cell	delay [ps]
dfrtp_2	790
buf_4	460
xnor2_1	140
nand4_2	310
o21bai_2	190
nor2_1	750
[cell usage in the layout, fill, tap and decap left out, types with 3 or more instances in the layout]
master           Yosys  layout
clkdlybuf4s50_1      0      23
inv_1                6       6
clkbuf_16            0      17
o21ai_1              6       6
xnor2_1             10      10
nor2_1              15      15
nor3_1               4       4
mux2i_1             25      25
dfrtp_1             12      10
buf_4                2       9
ha_1                 5       5
o211ai_2             4       4
mux4_2              24      24
a22oi_1              8       8
nand2_1              3       3
a32oi_1              8       8
edfxtp_1           128     128
clkinv_2             0       6
o21ai_0              7       7
[cells by family (layout without fill, tap and decap cells)]
group                      count (synthesis)  count (layout)  share of synthesized area
buffers and inverters                     23              70                     0.0218
AOI/OAI and AO/OA                         40              40                     0.0524
DFF                                      140             140                      0.723
and+or+nand+nor                           31              31                     0.0271
adders and majority gates                  5               5                     0.0109
xor gates and xnor gates                  12              12                     0.0210
muxes                                     52              52                      0.144
[area by class of cell]
| type | count | area [µm²] | share of cell area |
|---|---|---|---|
| repair buffers | 32 | 298 | 0.0444 |
| multi-input cells | 140 | 1460 | 0.218 |
| clock buffers | 19 | 433 | 0.0645 |
| well taps | 180 | 225 | 0.0335 |
| flip-flops and latches | 140 | 4150 | 0.618 |
| inverters | 6 | 22.5 | 0.00335 |
| clock inverters | 13 | 126 | 0.0188 |
[layer usage]
metal | track usage | part of all wire
met5 | 0 | 0
met4 | 0.0293 | 0.017
met3 | 0.0954 | 0.099
met2 | 0.252 | 0.45
met1 | 0.273 | 0.43
Power is estimated from default activity; no workload was simulated.
